==> flow/run.sh <==
#!/bin/bash
# OpenROAD 26Q1-2900-gdf79404cd8, Yosys 0.63+post, stock flow scripts
make -C /OpenROAD-flow-scripts/flow DESIGN_CONFIG=/design/flow/config.mk WORK_HOME=/design/flow/orfs finish
==> flow/constraint.sdc <==
current_design rca_16b

set clk_period 12.4
set clk_io_pct 0.2

create_clock -name clk0 -period $clk_period

set non_clock_inputs [all_inputs -no_clocks]
set_input_delay [expr $clk_period * $clk_io_pct] -clock clk0 $non_clock_inputs
set_output_delay [expr $clk_period * $clk_io_pct] -clock clk0 [all_outputs]
==> flow/design.v <==
module fullAdder_1b(A, B, C_in, S, C_out);
    input  A, B;
    input  C_in;
    output S;
    output C_out;
    wire AnB, AxB, CnAxB;
    xor3 sum(.in1(A), .in2(B), .in3(C_in), .out(S));
    nand2 part1(.in1(A), .in2(B), .out(AnB));
    xor2 subpart2(.in1(A), .in2(B), .out(AxB));
    nand2 part2(.in1(C_in), .in2(AxB), .out(CnAxB));
    nand2 carry(.in1(AnB), .in2(CnAxB), .out(C_out));
endmodule
module nand2 (in1,in2,out);
    input in1,in2;
    output out;
    assign out = ~(in1 & in2);
endmodule
module rca_16b(A, B, C_in, S, C_out);
    parameter   N = 16;
    input [N-1: 0] A, B;
    input          C_in;
    output [N-1:0] S;
    output         C_out;
    wire c4, c8, c12;   
    rca_4b adder4_1(.A(A[3:0]), .B(B[3:0]), .C_in(C_in), .S(S[3:0]), .C_out(c4));
    rca_4b adder4_2(.A(A[7:4]), .B(B[7:4]), .C_in(c4), .S(S[7:4]), .C_out(c8));
    rca_4b adder4_3(.A(A[11:8]), .B(B[11:8]), .C_in(c8), .S(S[11:8]), .C_out(c12));
    rca_4b adder4_4(.A(A[15:12]), .B(B[15:12]), .C_in(c12), .S(S[15:12]), .C_out(C_out));
endmodule
module rca_4b(A, B, C_in, S, C_out);
    parameter   N = 4;
    input [N-1: 0] A, B;
    input          C_in;
    output [N-1:0] S;
    output         C_out;
    wire c1, c2, c3;   
    fullAdder_1b adder1(.A(A[0]), .B(B[0]), .C_in(C_in), .S(S[0]), .C_out(c1));
    fullAdder_1b adder2(.A(A[1]), .B(B[1]), .C_in(c1), .S(S[1]), .C_out(c2));
    fullAdder_1b adder3(.A(A[2]), .B(B[2]), .C_in(c2), .S(S[2]), .C_out(c3));
    fullAdder_1b adder4(.A(A[3]), .B(B[3]), .C_in(c3), .S(S[3]), .C_out(C_out));
endmodule
module xor2 (in1,in2,out);
    input in1,in2;
    output out;
    assign out = in1 ^ in2;
endmodule
module xor3 (in1,in2,in3,out);
   input in1,in2,in3;
   output out;
   assign out = in1 ^ in2 ^ in3;
endmodule
==> flow/config.mk <==
export PLATFORM = sky130hd
export DESIGN_NAME = rca_16b
export DESIGN_NICKNAME = rca_16b
export VERILOG_FILES = /design/flow/design.v
export SDC_FILE = /design/flow/constraint.sdc
export NUM_CORES = 4
export LEC_CHECK = 1
export CORE_AREA = 10 10 70 70
export DIE_AREA = 0 0 80 80
==> impl_metrics.ini <==
; flow metrics
[layout]
clkbuf_count = 0
seq_area_um2 = 0
drive_above_1_share = 0.01316
areaGrowthSynthToFinish_pct = 92.15
fill_cells = 360
design.seq.count = 0

[clock_network]
hold_buffers = 0

[placement]
place_congestion = 0.8683
dpl_worst_slack_ns = 0.2448
dp_hpwl_um = 1590
io_buffers = 50

[critical_path]
endpoint_kind = output pin
crit_family = adder cells
cpMostUsedCell = fa_1
cpMaxStageDelayCell = clkdlybuf4s50_1
path_cells = clkdlybuf4s50_1 > inv_1 > fa_1 > inv_1 > fa_1 > fa_1 > fa_1 > fa_1 > fa_1 > fa_1 > fa_1 > fa_1 > fa_1 > fa_1 > fa_1 > fa_2 > fa_1 > fa_1 > inv_1 > fa_1 > inv_1 > clkdlybuf4s50_1
worstSetupPathType = primary input to output pin
crit_arrival_ns = 9.60
crit_required_ns = 9.92
critical-path-max-stage-delay_ns = 0.47
cp_max_fo = 1
critPathBufInv = 6
start_kind = primary input

[floorplan]
fp-row-count = 21
fp.coreArea_mm2 = 0.003416
ios = 50
die_h_um = 80
chipArea_mm2 = 0.006400
fp_util = 0.1399
dieWidth_um = 80

[sta]
rsz0062_at_grt = no
finalSetupViolCount = 0
setup_tns_ns = 0
hold_viol = 0
period_minus_slack_ns = 12.08
fin_ws_ns = 0.3246
slew_viol_final = 0
timing.final.crit_share = 0.9738
timing.fmax_ghz = 0.08281
tightest_slew_ns = 0.1141
slew_headroom = 0.9237

[grt]
grt_pass1_wl_um = 2408
grt.overflow.total = 0
antenna_found_initial = 0
grt_max_degree = 2
gr-usage-all-layers = 0.04903
grt_pass1_vias = 503

[logic_synthesis]
yosys_area_um2 = 478.0
ys_cells = 42
netlist_area_um2 = 478.0
synthTopCellsByArea = fa_1 (67%), buf_4 (25%), inv_1 (7.9%)
yosysSeqAreaShare = 0
synth_area_per_cell_um2 = 11.38
synth.distinct_cells = 3
yosysWarningCount = 0
common_cells = buf_4 (16), fa_1 (16), inv_1 (10)
yosys.area.top_type = fa_1
synthDominantCellAreaShare = 0.6702
synthCells = 42

[pwr]
power.leakage_nw = 0.3649
power_density_mw_per_mm2 = 47.63
ir_drop_mv = 0.01756

[routing]
drtIter0Drc = 0
antenna_cells = 0
remaining_drc_errors = 0
viasPerCell = 3.230
drtPass1Iterations = 1
wl_per_cell_um = 13.25
ant_nets = 0
wl_um = 1617
route.vias.total = 394

[flow_run]
maxCapViolCount = 0
tool_warnings = 32

[worst_hold_path]
hp-class = primary input to output pin

[status]
status = finished, final reports clean
-- final timing paths --
check / from / endpoint / cells after the start
worst max-delay path: B[0] / S[15] / 22
worst min-delay path: C_in / S[0] / 5
-- stage by stage --
stage               power (mW)  instance area, um2  utilization  instances  hold slack [ns]
floorplan              0.02116               478.0            -         42            5.177
global placement       0.04482               915.9       0.2681        122            6.027
detailed placement     0.04490               915.9       0.2681        122            6.022
CTS                    0.04512               915.9       0.2681        122            6.029
global route           0.04924               918.4       0.2689        122            6.083
finish                 0.04374               918.4       0.2689        122            6.013
-- metal layers --
metal	part of all wire	vias up	routed length [um]	track usage
met2	0.32	50	520	0.06661
met3	0.27	0	439	0.05000
met1	0.41	176	657	0.05672
met5	0	-	0	0
li1	-	168	-	-
met4	0	0	0	0
-- report_power, final --
group | leakage (nW) | internal (mW) | total (mW) | switching, mW
logic | 0.365 | 0.0322 | 0.0437 | 0.0116
registers | 0 | 0 | 0 | 0
clock network | 0 | 0 | 0 | 0
total | 0.365 | 0.0322 | 0.0437 | 0.0116
-- logic make-up (layout without fill, tap and decap cells) --
logic type	after synthesis	in the layout	synth area share
buffers and inverters	26	60	0.3299
adders and majority gates	16	16	0.6702
-- layout make-up --
cell class,count,area (um2),area share
well taps,46,57.56,0.06267
inverters,10,37.54,0.04087
multi-input cells,16,322.8,0.3515
repair buffers,50,500.5,0.5450
-- layout by cell type (no fill, tap or decap) --
| cell type | instances |
|---|---|
| fa_1 | 15 |
| clkdlybuf4s50_1 | 50 |
| inv_1 | 10 |
| fa_2 | 1 |
-- repair_timing --
item / in CTS / in global routing
gates resized: 0 / 1
endpoints found under the setup margin: 0 / 1
buffers inserted: 0 / 0
-- worst min-delay path, cell delays in order --
cell             delay, ns
clkdlybuf4s50_1       0.40
inv_1                 0.07
fa_1                  0.15
inv_1                 0.04
clkdlybuf4s50_1       0.39
Power is estimated from default activity; no workload was simulated.
