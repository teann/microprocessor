==> flow/design.v <==
module dff_stall (q, d, clk, rst, enable);
    output         q;
    input          d;
    input          clk;
    input          rst;
    input          enable;
    reg            state;
    assign #(1) q = state;
    always @(posedge clk) begin
      state = rst ? 0 : (enable ? q : d);
    end
endmodule
module register (
            q,
            d, clk, rst, enable
            );
    output [15:0]         q;
    input [15:0]          d;
    input          clk;
    input          rst;
    input          enable;
    dff_stall dff0(.q(q[0]), .d(d[0]), .clk(clk), .rst(rst), .enable(enable)); 
    dff_stall dff_stall1(.q(q[1]), .d(d[1]), .clk(clk), .rst(rst), .enable(enable)); 
    dff_stall dff_stall2(.q(q[2]), .d(d[2]), .clk(clk), .rst(rst), .enable(enable)); 
    dff_stall dff3(.q(q[3]), .d(d[3]), .clk(clk), .rst(rst), .enable(enable)); 
    dff_stall dff4(.q(q[4]), .d(d[4]), .clk(clk), .rst(rst), .enable(enable)); 
    dff_stall dff5(.q(q[5]), .d(d[5]), .clk(clk), .rst(rst), .enable(enable)); 
    dff_stall dff6(.q(q[6]), .d(d[6]), .clk(clk), .rst(rst), .enable(enable)); 
    dff_stall dff7(.q(q[7]), .d(d[7]), .clk(clk), .rst(rst), .enable(enable)); 
    dff_stall dff8(.q(q[8]), .d(d[8]), .clk(clk), .rst(rst), .enable(enable)); 
    dff_stall dff9(.q(q[9]), .d(d[9]), .clk(clk), .rst(rst), .enable(enable)); 
    dff_stall dff10(.q(q[10]), .d(d[10]), .clk(clk), .rst(rst), .enable(enable)); 
    dff_stall dff11(.q(q[11]), .d(d[11]), .clk(clk), .rst(rst), .enable(enable)); 
    dff_stall dff12(.q(q[12]), .d(d[12]), .clk(clk), .rst(rst), .enable(enable)); 
    dff_stall dff13(.q(q[13]), .d(d[13]), .clk(clk), .rst(rst), .enable(enable)); 
    dff_stall dff14(.q(q[14]), .d(d[14]), .clk(clk), .rst(rst), .enable(enable)); 
    dff_stall dff15(.q(q[15]), .d(d[15]), .clk(clk), .rst(rst), .enable(enable)); 
endmodule
module rf (
           readData1, readData2, err,
           clk, rst, readReg1Sel, readReg2Sel, writeRegSel, writeData, writeEn, enable
           );
   input        clk, rst;
   input [2:0]  readReg1Sel;
   input [2:0]  readReg2Sel;
   input [2:0]  writeRegSel;
   input [15:0] writeData;
   input        writeEn;
   input        enable;
   output [15:0] readData1;
   output [15:0] readData2;
   output        err;
   wire [15:0] d0, d1, d2, d3, d4, d5, d6, d7; 
   reg [15:0] readData1i, readData2i;
   wire [15:0] qr0, qr1, qr2, qr3, qr4, qr5, qr6, qr7;
   assign err = (writeEn == 1'bz) ? 1'b1 : (writeData == 16'bz ? 1'b1 : 1'b0);
   register r0(.q(qr0), .d(d0), .clk(clk), .rst(rst), .enable(enable));
   register r1(.q(qr1), .d(d1), .clk(clk), .rst(rst), .enable(enable));
   register r2(.q(qr2), .d(d2), .clk(clk), .rst(rst), .enable(enable));
   register r3(.q(qr3), .d(d3), .clk(clk), .rst(rst), .enable(enable));
   register r4(.q(qr4), .d(d4), .clk(clk), .rst(rst), .enable(enable));
   register r5(.q(qr5), .d(d5), .clk(clk), .rst(rst), .enable(enable));
   register r6(.q(qr6), .d(d6), .clk(clk), .rst(rst), .enable(enable));
   register r7(.q(qr7), .d(d7), .clk(clk), .rst(rst), .enable(enable));
   assign d0 = writeEn ? (writeRegSel == 3'b000 ? writeData : qr0) : qr0;
   assign d1 = writeEn ? (writeRegSel == 3'b001 ? writeData : qr1) : qr1;
   assign d2 = writeEn ? (writeRegSel == 3'b010 ? writeData : qr2) : qr2;
   assign d3 = writeEn ? (writeRegSel == 3'b011 ? writeData : qr3) : qr3;
   assign d4 = writeEn ? (writeRegSel == 3'b100 ? writeData : qr4) : qr4;
   assign d5 = writeEn ? (writeRegSel == 3'b101 ? writeData : qr5) : qr5;
   assign d6 = writeEn ? (writeRegSel == 3'b110 ? writeData : qr6) : qr6;
   assign d7 = writeEn ? (writeRegSel == 3'b111 ? writeData : qr7) : qr7;
   always @* case(readReg1Sel)
	3'b000: readData1i = qr0;
        3'b001: readData1i = qr1;
	3'b010: readData1i = qr2;
	3'b011: readData1i = qr3;
	3'b100: readData1i = qr4;
	3'b101: readData1i = qr5;
	3'b110: readData1i = qr6;
	3'b111: readData1i = qr7;
	default: readData1i = readData1i;
   endcase
   assign readData1 = readData1i;
   always @* case(readReg2Sel)
	3'b000: readData2i = qr0;
        3'b001: readData2i = qr1;
	3'b010: readData2i = qr2;
	3'b011: readData2i = qr3;
	3'b100: readData2i = qr4;
	3'b101: readData2i = qr5;
	3'b110: readData2i = qr6;
	3'b111: readData2i = qr7;
	default: readData2i = readData2i;
   endcase
   assign readData2 = readData2i;
endmodule
==> flow/run.sh <==
#!/bin/bash
# OpenROAD 26Q1-2900-gdf79404cd8, Yosys 0.63+post, stock flow scripts
make -C /OpenROAD-flow-scripts/flow DESIGN_CONFIG=/design/flow/config.mk WORK_HOME=/design/flow/orfs finish
==> flow/config.mk <==
export PLATFORM = sky130hd
export DESIGN_NAME = rf
export DESIGN_NICKNAME = rf
export VERILOG_FILES = /design/flow/design.v
export SDC_FILE = /design/flow/constraint.sdc
export NUM_CORES = 4
export LEC_CHECK = 1
export CORE_UTILIZATION = 50
==> flow/constraint.sdc <==
current_design rf

set clk_period 9.9
set clk_io_pct 0.2

create_clock -name clk0 -period $clk_period [get_ports {clk}]

set non_clock_inputs [all_inputs -no_clocks]
set_input_delay [expr $clk_period * $clk_io_pct] -clock clk0 $non_clock_inputs
set_output_delay [expr $clk_period * $clk_io_pct] -clock clk0 [all_outputs]
==> results.sh <==
# implementation run metrics
export IMPL_async_flop_share_pct=0
export IMPL_numCtsBuffers=17
export IMPL_tns_ns=0
export IMPL_cts_tree="done"
export IMPL_worst_pin_slew_ns=0.804
export IMPL_clock_root_buffer="clkbuf_16"
export IMPL_ys_seq_share_pct=36.3
export IMPL_antennaDiodeCount=0
export IMPL_status="finished, final reports clean"
export IMPL_combPwrFrac_pct=11.2
export IMPL_topCellsByArea="dfxtp_1 (36%), a21oi_1 (9.9%), nand3_1 (9.1%)"
export IMPL_ys_top_cells_by_count="a21oi_1 (140), dfxtp_1 (128), nand3_1 (128)"
export IMPL_critical_path_class="in2out"
export IMPL_dp_cells=1051
export IMPL_cts_hold_buffers=0
export IMPL_skew_ns=0
export IMPL_ir_drop_mv=0.124
export IMPL_place_gp_congestion=0.911
export IMPL_grt_usage_pct=36.6
export IMPL_power_density_nw_per_um2=166
export IMPL_instances_no_fill=1083
export IMPL_clk_pin_slew_ns=0.06
export IMPL_drt_iter0_drc=784
export IMPL_min_period_ns=6.39
export IMPL_first_pass_iters=7
export IMPL_ys_ff=128
export IMPL_core_util_floorplan_pct=51.1
export IMPL_grt_max_degree=67
export IMPL_place_detailed_hpwl_um=14300
export IMPL_rsz0062_at_grt="false"
export IMPL_insertion_delay_ns=0.41
export IMPL_routedWlPerCell_um=23.4
export IMPL_io_buffers=60
export IMPL_timing_fmax_mhz=157
export IMPL_setup_viol=0
export IMPL_fp_dieW_um=121
export IMPL_power_leakage_nw=2.62
export IMPL_nFillCells=1219
export IMPL_clock_power_share_pct=49.8
export IMPL_end_kind="output pin"
export IMPL_antenna_found_initial=0
export IMPL_drt_total_wl_um=25300
export IMPL_clockBufferDepth=2
export IMPL_ys_flop_type="dfxtp_1"
export IMPL_seq_power_share_pct=39.0
export IMPL_grt_ovfl_total=0
export IMPL_drc=0
export IMPL_viasPerCell=6.70
export IMPL_min_period_over_period_pct=64.5
export IMPL_syn_mean_instance_area_sq_um=7.80
export IMPL_drv_cap=0
export IMPL_design_area_sq_um=8130
export IMPL_syn_inst=906
export IMPL_post_cts_buffers=0
export IMPL_netlist_area_sq_um=7070
export IMPL_power_switching_mw=0.345
export IMPL_grt_pass1_vias=6954
export IMPL_ctsResizeCount=0
export IMPL_h_tree_depth=4
export IMPL_setup_worst_path_start_class="primary input"
export IMPL_std_cell_rows=43
export IMPL_ant_nets=0
export IMPL_maxSlewViolCount=0
export IMPL_crit_arrival_ns=4.41
export IMPL_yosys_area_top_type="dfxtp_1"
export IMPL_finalHoldViolations=0
export IMPL_yosys_cells=906
export IMPL_areaGrowthSynthToFinish_pct=15.0
export IMPL_hp_class="reg2reg"
export IMPL_pin_count=62
export IMPL_crit_required_ns=7.92
export IMPL_grt_pass1_wl_um=39300
export IMPL_drive_gt1_share_pct=8.75
export IMPL_ys_area_sq_um=7070
export IMPL_switching_share_pct=25.5
export IMPL_synth_distinct_cells=35
export IMPL_relSlewSlack_pct=46.4
export IMPL_internal_power_mw=1.01
export IMPL_clock_sinks=128
export IMPL_core_area_sq_um=13800
export IMPL_power_total_mw=1.35
export IMPL_ys_warn_count=4
export IMPL_die_h_um=121
export IMPL_synthMostInstantiatedCell="a21oi_1"
export IMPL_dpl_cell_area_sq_um=7490
export IMPL_path_max_fanout=31
export IMPL_vias=7261
export IMPL_synth_edff_count=0
export IMPL_synth_top_area_share_pct=36.3
export IMPL_warning_count=25
export IMPL_chip_area_sq_um=14600
-- kinds of logic after synthesis --
group,Yosys count,synth area share [%]
buf+inv,136,8.98
mux,54,7.88
compound gates,373,30.8
flops,128,36.3
other cells,1,0.0531
simple gates,214,16.0
-- routing by layer --
layer	up-vias	wire [um]	track usage [%]
li1	3306	-	-
met1	3474	10300	52.3
met2	417	11900	57.0
met3	64	2270	7.53
met4	0	763	11.3
met5	-	0	0
-- layout by cell type (no fill, tap or decap), types with 16 or more instances in the layout --
cell / n
a21oi_1: 140
buf_4: 23
clkbuf_16: 17
clkdlybuf4s50_1: 56
dfxtp_1: 128
inv_1: 19
mux2i_1: 41
nand2b_1: 17
nand3_1: 128
nor2_1: 16
o21ai_0: 125
o22ai_1: 19
-- through the flow --
step,hold slack [ns],setup slack (ns),utilization (%)
3_5_place_dp,0.481,3.60,54.2
6_report,0.490,3.51,58.8
4_1_cts,0.488,3.61,58.8
2_1_floorplan,0.461,5.03,-
5_1_grt,0.520,3.41,58.8
3_3_place_gp,0.470,3.61,54.2
-- worst max-delay path, stage by stage --
cell and delay [ns]:
clkdlybuf4s50_1 0.45, buf_4 0.38, and2_1 0.63, a32oi_1 0.15
a31oi_1 0.29, clkdlybuf4s50_1 0.51
-- power groups by stage --
stage	registers, mW	clock network, mW	logic (mW)
6_report	0.527	0.674	0.151
5_1_grt	0.528	0.704	0.159
4_1_cts	0.527	0.678	0.147
-- final cells by class --
type | count | area (sq um) | area share [%]
Multi-Input combinational cell | 642 | 3880 | 47.8
Sequential cell | 128 | 2560 | 31.5
Timing Repair Buffer | 82 | 748 | 9.20
Clock buffer | 19 | 453 | 5.57
Tap cell | 180 | 225 | 2.77
Clock inverter | 13 | 185 | 2.28
Inverter | 19 | 71.3 | 0.877
-- worst paths after layout --
kind,startpoint,cells past startpoint,end,slack [ns]
setup / recovery,readReg1Sel[0],6,readData1[4],3.51
hold / removal,r1.dff0.state,2,r1.dff0.state,0.49
setup reg to reg,r0.dff15.state,2,r0.dff15.state,9.16
hold reg to reg,r1.dff0.state,2,r1.dff0.state,0.49
Power and IR drop assume default switching activity.
