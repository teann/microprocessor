==> flow/design.v <==
module barrelShifter (In, Cnt, Op, Out);
   parameter   N = 16;
   parameter   C = 4;
   parameter   O = 2;
   input [N-1:0]   In;
   input [C-1:0]   Cnt;
   input [O-1:0]   Op;
   output [N-1:0]  Out;
   wire [15:0] rleft;
   wire [15:0] sleft;
   wire [15:0] sra;
   wire [15:0] srl;
   reg [15:0] intermediate;
   rotateLeft rotateLeft(.In(In), .Cnt(Cnt), .Out(rleft));
   shiftLeft shiftLeft(.In(In), .Cnt(Cnt), .Out(sleft));
   shiftRightL shiftRightL(.In(In), .Cnt(Cnt), .Out(srl));
   shiftRightA shiftRightA(.In(In), .Cnt(Cnt), .Out(sra));
   always @* case(Op)
	2'b00: intermediate = rleft;
        2'b01: intermediate = sleft;
	2'b10: intermediate = sra;
	2'b11: intermediate = srl;
	default: intermediate = In;
   endcase
   assign Out = intermediate;
endmodule
module rotateLeft (In, Cnt, Out);
   parameter   N = 16;
   parameter   C = 4;
   input [N-1:0]   In;
   input [C-1:0]   Cnt;
   reg [N-1:0] intermediate;
   output [N-1:0]  Out;
   always @* case(Cnt)
   	4'b0000: intermediate = In;
   	4'b0001: intermediate = {In[14:0],In[15]};
  	4'b0010: intermediate = {In[13:0],In[15:14]};
  	4'b0011: intermediate = {In[12:0],In[15:13]};
  	4'b0100: intermediate = {In[11:0],In[15:12]};
  	4'b0101: intermediate = {In[10:0],In[15:11]};
  	4'b0110: intermediate = {In[9:0],In[15:10]};
  	4'b0111: intermediate = {In[8:0],In[15:9]};
  	4'b1000: intermediate = {In[7:0],In[15:8]};
  	4'b1001: intermediate = {In[6:0],In[15:7]};
  	4'b1010: intermediate = {In[5:0],In[15:6]};
  	4'b1011: intermediate = {In[4:0],In[15:5]};
   	4'b1100: intermediate = {In[3:0],In[15:4]};
   	4'b1101: intermediate = {In[2:0],In[15:3]};
  	4'b1110: intermediate = {In[1:0],In[15:2]};
  	4'b1111: intermediate = {In[0],In[15:1]};
	default: intermediate = In;
   endcase
   assign Out = intermediate;
endmodule
module shiftLeft (In, Cnt, Out);
   parameter   N = 16;
   parameter   C = 4;
   input [N-1:0]   In;
   input [C-1:0]   Cnt;
   reg [N-1:0] intermediate;
   output [N-1:0]  Out;
   always @* case(Cnt)
   	4'b0000: intermediate = In;
   	4'b0001: intermediate = {In[14:0],1'b0};
  	4'b0010: intermediate = {In[13:0],2'b0};
  	4'b0011: intermediate = {In[12:0],3'b0};
  	4'b0100: intermediate = {In[11:0],4'b0};
  	4'b0101: intermediate = {In[10:0],5'b0};
  	4'b0110: intermediate = {In[9:0],6'b0};
  	4'b0111: intermediate = {In[8:0],7'b0};
  	4'b1000: intermediate = {In[7:0],8'b0};
  	4'b1001: intermediate = {In[6:0],9'b0};
  	4'b1010: intermediate = {In[5:0],10'b0};
  	4'b1011: intermediate = {In[4:0],11'b0};
   	4'b1100: intermediate = {In[3:0],12'b0};
   	4'b1101: intermediate = {In[2:0],13'b0};
  	4'b1110: intermediate = {In[1:0],14'b0};
  	4'b1111: intermediate = {In[0],15'b0};
	default: intermediate = In;
   endcase
   assign Out = intermediate;
endmodule
module shiftRightA (In, Cnt, Out);
   parameter   N = 16;
   parameter   C = 4;
   input [N-1:0]   In;
   input [C-1:0]   Cnt;
   reg [N-1:0] intermediate;
   output [N-1:0]  Out;
   always @* case(Cnt)
   	4'b0000: intermediate = In;
   	4'b0001: intermediate = {In[15],In[15:1]};
  	4'b0010: intermediate = {{2{In[15]}},In[15:2]};
  	4'b0011: intermediate = {{3{In[15]}},In[15:3]};
  	4'b0100: intermediate = {{4{In[15]}},In[15:4]};
  	4'b0101: intermediate = {{5{In[15]}},In[15:5]};
  	4'b0110: intermediate = {{6{In[15]}},In[15:6]};
  	4'b0111: intermediate = {{7{In[15]}},In[15:7]};
  	4'b1000: intermediate = {{8{In[15]}},In[15:8]};
  	4'b1001: intermediate = {{9{In[15]}},In[15:9]};
  	4'b1010: intermediate = {{10{In[15]}},In[15:10]};
  	4'b1011: intermediate = {{11{In[15]}},In[15:11]};
   	4'b1100: intermediate = {{12{In[15]}},In[15:12]};
   	4'b1101: intermediate = {{13{In[15]}},In[15:13]};
  	4'b1110: intermediate = {{14{In[15]}},In[15:14]};
  	4'b1111: intermediate = {{15{In[15]}},In[15]};
	default: intermediate = In;
   endcase
   assign Out = intermediate;
endmodule
module shiftRightL (In, Cnt, Out);
   parameter   N = 16;
   parameter   C = 4;
   input [N-1:0]   In;
   input [C-1:0]   Cnt;
   reg [N-1:0] intermediate;
   output [N-1:0]  Out;
   always @* case(Cnt)
   	4'b0000: intermediate = In;
   	4'b0001: intermediate = {1'b0,In[15:1]};
  	4'b0010: intermediate = {2'b0,In[15:2]};
  	4'b0011: intermediate = {3'b0,In[15:3]};
  	4'b0100: intermediate = {4'b0,In[15:4]};
  	4'b0101: intermediate = {5'b0,In[15:5]};
  	4'b0110: intermediate = {6'b0,In[15:6]};
  	4'b0111: intermediate = {7'b0,In[15:7]};
  	4'b1000: intermediate = {8'b0,In[15:8]};
  	4'b1001: intermediate = {9'b0,In[15:9]};
  	4'b1010: intermediate = {10'b0,In[15:10]};
  	4'b1011: intermediate = {11'b0,In[15:11]};
   	4'b1100: intermediate = {12'b0,In[15:12]};
   	4'b1101: intermediate = {13'b0,In[15:13]};
  	4'b1110: intermediate = {14'b0,In[15:14]};
  	4'b1111: intermediate = {15'b0,In[15]};
	default: intermediate = In;
   endcase
   assign Out = intermediate;
endmodule
==> flow/run.sh <==
#!/bin/bash
# OpenROAD 26Q1-2900-gdf79404cd8, Yosys 0.63+post, stock flow scripts
make -C /OpenROAD-flow-scripts/flow DESIGN_CONFIG=/design/flow/config.mk WORK_HOME=/design/flow/orfs finish
==> flow/config.mk <==
export PLATFORM = sky130hd
export DESIGN_NAME = barrelShifter
export DESIGN_NICKNAME = barrelShifter
export VERILOG_FILES = /design/flow/design.v
export SDC_FILE = /design/flow/constraint.sdc
export NUM_CORES = 4
export LEC_CHECK = 1
export CORE_UTILIZATION = 50
==> flow/constraint.sdc <==
current_design barrelShifter

set clk_period 6.4
set clk_io_pct 0.2

create_clock -name clk0 -period $clk_period

set non_clock_inputs [all_inputs -no_clocks]
set_input_delay [expr $clk_period * $clk_io_pct] -clock clk0 $non_clock_inputs
set_output_delay [expr $clk_period * $clk_io_pct] -clock clk0 [all_outputs]
==> results_dict.tcl <==
# implementation run metrics
set metrics [dict create \
    outcome "finished, final reports clean" \
    rsz0062_at_grt "no" \
    grt_overflow 0 \
    grtUsageTotal_pct 55.8 \
    max_stage_delay_ns 0.88 \
    cts-resized-gates 0 \
    synth_area_sq_um 3730 \
    worst_slew_pin_slew_ns 1.06 \
    drv_cap 0 \
    fp_util_pct 51.5 \
    io_pins 38 \
    die_y_microns 88.4 \
    finalCritPeriodShare_pct 87.3 \
    fin_tns_setup_ns 0 \
    drtIter0Drc 1075 \
    pwr-share-clk_pct 0 \
    slew_violations 0 \
    cp_common_cell "buf_4" \
    hold_path_class "in2out" \
    flop_area_sq_um 0 \
    dp_hpwl_microns 13500 \
    p_sw_mw 0.216 \
    num_rows 31 \
    core_sq_um 7250 \
    power.share.combinational_pct 100.0 \
    clockBufferCount 0 \
    die_x_microns 88.4 \
    min_delay_worst_endpoint "Out[0]" \
    ys_seq_share_pct 0 \
    portBuffers 38 \
    netlist_instances 563 \
    layoutNonFillerInstCount 654 \
    common_cells "nand2_1 (52), o21ai_0 (37), buf_2 (33), nor2_1 (32), a21oi_1 (31)" \
    hold_depth 6 \
    power.leakage_nw 1.39 \
    cp_cell_sequence "buf_2, buf_4, buf_4, nand3b_1, o21a_1, o32ai_1, a2111oi_1, a21oi_1, clkdlybuf4s50_1" \
    synth_top_cell_by_count "nand2_1" \
    synth-area-yosys_sq_um 3730 \
    cts_hold_buf 0 \
    syn_area_per_cell_sq_um 6.63 \
    grt_pass1_wl_microns 31200 \
    firstDrtPassIters 12 \
    hold_violations 0 \
    seq_cell_count 0 \
    p_per_area_nw_per_um2 85.6 \
    slowest_stage "a2111oi_1" \
    via_count 5528 \
    ys_warn_count 5 \
    busiest_layer "met2" \
    synth_cell_types 79 \
    crit_fanout 24 \
    fill_cells 743 \
    fmax_ghz 0.179 \
    warnings 32 \
    period_needed_ns 5.59 \
    setup_violations 0 \
    ant_nets 0 \
    met1_usage_pct 68.6 \
    grt_max_degree 60 \
    wl_per_cell_microns 31.8 \
    top_cell_area_share_pct 5.23 \
    cts_setup_buffers 0 \
    ys_cells 563 \
    p_sw_share_pct 62.1 \
    fin_area_sq_um 4060 \
    required_ns 5.12 \
    peakVddDrop_mv 0.0993 \
    gp_congestion 1.23 \
    largest_area_cell "nand2_1" \
    antenna_found_initial 1 \
    p_int_mw 0.132 \
    antennaDiodeCount 0 \
    yosys-top-cells-area "nand2_1 (5.2%), o21ai_0 (5.0%), mux2i_1 (4.6%), buf_2 (4.4%), a21oi_1 (4.2%)" \
    critPathArrivalTime_ns 4.31 \
    hold_start "Cnt[2]" \
    gr-usage-met2_pct 74.5 \
    max-slew-margin-rel_pct 29.4 \
    drcViolationCount 0 \
    chip_area_sq_um 7810 \
    p_seq_share_pct 0 \
    vias_per_cell 8.45 \
    routed_wl_microns 20800 \
    place_area_sq_um 4060 \
    p_total_mw 0.348 \
    path_class "in2out" \
    area_growth_pct 8.88 \
    placedCellCount 654 \
    startpoint_type "input port" \
    grt_pass1_vias 5121 \
    grt_use_met3_pct 34.0 \
    end_kind "output pin" \
    drive_gt1_share_pct 13.0 \
]
-- stage by stage --
step | hold WS [ns] | worst slack, ns | utilization (%)
finish | 3.66 | 0.814 | 56.0
floorplan | 2.78 | 2.56 | -
global route | 3.72 | 0.736 | 56.0
global placement | 3.63 | 0.978 | 56.0
detailed placement | 3.63 | 1.05 | 56.0
CTS | 3.64 | 1.05 | 56.0
-- worst max path at each step --
stage | start | endpoint | cells after the start
4_1_cts | Cnt[1] | Out[2] | 8
5_1_grt | Cnt[1] | Out[13] | 8
6_report | Cnt[2] | Out[10] | 9
-- layer usage --
metal / part of all wire, % / vias to the layer above
met5: 0.24 / -
met1: 34 / 2445
met4: 8.9 / 2
li1: - / 2201
met3: 20 / 217
met2: 37 / 663
-- power by group through the flow --
stage | Combinational [mW] | Sequential (mW) | Clock (mW)
4_1_cts | 0.321 | 0 | 0
5_1_grt | 0.356 | 0 | 0
6_report | 0.348 | 0 | 0
-- final cells by class --
class	instances	area [sq um]	share of cell area, %
well taps	99	124	3.05
repair buffers	75	651	16.0
inverters	14	52.6	1.29
multi-input cells	466	3240	79.6
-- logic make-up after synthesis --
group / after synthesis / synth area share, %
AND-OR/OR-AND: 240 / 47.6
multiplexers: 33 / 10.6
buffers and inverters: 97 / 13.3
AND/OR/NAND/NOR: 193 / 28.6
-- placed cells by master, fill, tap and decap left out, types with 5 or more instances in the layout --
cell             netlist  final
a211o_1                5      5
a211oi_1              10     10
a21oi_1               31     31
a221oi_1              13     13
a22o_1                 6      6
a22oi_1               15     15
a311oi_1               5      5
a31oi_1                7      7
a32o_1                 5      5
a32oi_1               17     17
and3b_1                6      6
buf_4                 16     36
clkdlybuf4s50_1        0     34
inv_1                 13     13
mux2_2                12     12
mux2i_1               17     17
nand2_1               52     52
nand2b_1              12     12
nand3_1               16     16
nand3b_1              12     12
nor2_1                32     32
nor2b_1               20     20
nor3_1                 9      9
o211ai_1               6      6
o21ai_0               37     37
o221ai_1               6      6
o22ai_1               13     13
o31ai_1                6      6
o32ai_1                7      7
-- worst max-delay path: cells and delay by family --
kind                   cells  cell delay [ns]
AND/OR/NAND/NOR            1             0.17
buffers and inverters      4             1.58
AND-OR/OR-AND              4             1.27
Power and IR drop assume default switching activity.
